==> design/flow/design.v <==
module alu(
    input [3:0] alu_sel,     
    input [31:0] in_1,
    input [31:0] in_2,
    output reg [31:0] out
);
reg [31:0] diff;
always @(*) begin
    case (alu_sel[2:0])
        3'b000: begin
            out = alu_sel[3] ? in_1 - in_2 : in_1 + in_2;    
            diff = 32'bx;
        end
        3'b001: begin
            out = (in_1 << in_2[4:0]);
            diff = 32'bx;
        end
        3'b010: begin
            if (in_1[31] ^ in_2[31]) begin   
                out = {31'b0, in_1[31]};     
                diff = 32'bx;
            end else begin
                diff = in_1 - in_2;
                out = {31'b0, diff[31]};
            end
        end
        3'b011: begin                        
            out = {31'b0, (in_1 < in_2)};
            diff = 32'bx;
        end
        3'b100: begin
            out = (in_1 ^ in_2);
            diff = 32'bx;
        end
        3'b101: begin                        
            out = alu_sel[3] ? $signed(in_1) >>> in_2[4:0] : $signed(in_1) >> in_2[4:0];
            diff = 32'bx;
        end
        3'b110: begin
            out = in_1 | in_2;
            diff = 32'bx;
        end
        3'b111: begin
            out = alu_sel[3] ? in_2 : in_1 & in_2;   
            diff = 32'bx;
        end        
        default: begin
            out = in_1 + in_2;  
            diff = 32'bx;
        end
    endcase
end
endmodule
==> design/flow/run.sh <==
#!/bin/bash
# OpenROAD 26Q1-2900-gdf79404cd8, Yosys 0.63+post, stock flow scripts
make -C /OpenROAD-flow-scripts/flow DESIGN_CONFIG=/design/flow/config.mk WORK_HOME=/design/flow/orfs finish
==> design/flow/config.mk <==
export PLATFORM = sky130hd
export DESIGN_NAME = alu
export DESIGN_NICKNAME = alu
export VERILOG_FILES = /design/flow/design.v
export SDC_FILE = /design/flow/constraint.sdc
export NUM_CORES = 4
export LEC_CHECK = 1
export CORE_UTILIZATION = 40
==> design/flow/constraint.sdc <==
current_design alu

set clk_period 17.0
set clk_io_pct 0.2

create_clock -name clk0 -period $clk_period

set non_clock_inputs [all_inputs -no_clocks]
set_input_delay [expr $clk_period * $clk_io_pct] -clock clk0 $non_clock_inputs
set_output_delay [expr $clk_period * $clk_io_pct] -clock clk0 [all_outputs]
==> results_dict.tcl <==
# yosys + openroad results
set metrics [dict create \
    tightest_slew_ns 0.931 \
    cts_resized 0 \
    leakage_nw 4.23 \
    num_rows 55 \
    globalplace.congestion 1.02 \
    grt_pass1_wl_um 61900 \
    ios 100 \
    syn_to_final_growth_pct 11.6 \
    synth.avg_cell_area_um2 7.08 \
    grt_setup_unrepaired "no" \
    worstPathArrival_ns 8.57 \
    lay_top_count "nor2_1" \
    avgRoutedWirePerCell_um 25.4 \
    min_from "alu_sel[0]" \
    syn-instance-count 1300 \
    worstSetupPathType "in -> out" \
    end_kind "primary output" \
    fillers 2330 \
    core_util_floorplan_pct 40.8 \
    grt_pass1_vias 9925 \
    ant_nets 0 \
    die.size.y_um 154 \
    p_comb_share_pct 100.0 \
    seqCellArea_um2 0 \
    synth_cell_types 81 \
    antenna_found_initial 1 \
    seq_cell_count 0 \
    seqPwrFrac_pct 0 \
    total_power_w 0.000367 \
    hold_depth 5 \
    ctsHoldBuffers 0 \
    place.port_buffers 100 \
    vias 10600 \
    p_sw_w 0.000219 \
    relSlewSlack_pct 37.7 \
    hp-class "in -> out" \
    drc 0 \
    p_sw_share_pct 59.6 \
    postCtsSetupBuffers 0 \
    path_cells "buf_2 -> buf_4 -> clkinv_1 -> ha_1 -> nand2b_1 -> a211o_1 -> nand4b_1 -> o22ai_1 -> a211oi_1 -> o31ai_1 -> a21oi_1 -> o21ba_2 -> fa_1 -> o22ai_1 -> a21oi_1 -> o21ai_0 -> a211oi_1 -> o21ai_1 -> clkdlybuf4s50_1" \
    cp_num_buf_inv 4 \
    gr-total-overflow 0 \
    die_w_um 154 \
    postSynthSeqShare_pct 0 \
    dr.pass1.iters 9 \
    final.min_clock_period_ns 11.97 \
    clkPwrFrac_pct 0 \
    cp.required_ns 13.60 \
    hold_violations 0 \
    clockBufferCount 0 \
    fin_setup_tns_ns 0 \
    final_util_pct 45.5 \
    comb_area_um2 8410 \
    grt_max_degree 76 \
    p_int_w 0.000148 \
    crit_fanout 52 \
    routed_via_density 6.62 \
    tool_warnings 97 \
    synth_area_um2 9210 \
    cpMaxStageDelayCell "clkinv_1" \
    ys_cells 1300 \
    min_to "out[1]" \
    critPathTopFamily "AND-OR/OR-AND gates" \
    slew_viol_final 0 \
    core_um2 22600 \
    lay_top_cells "nor2_1 (159), o21ai_0 (105), a21oi_1 (105)" \
    cp-start-kind "input port" \
    fmax_mhz 83.6 \
    ys_area_um2 9210 \
    place_hpwl_um 31800 \
    layout-drive-gt1-share_pct 10.3 \
    finalCritPeriodShare_pct 70.4 \
    grtUsageTotal_pct 34.9 \
    critPathMaxStageDelay_ns 0.68 \
    pwr_density_cell_nw_per_um2 35.7 \
    diodes 0 \
    ys_warn_count 1 \
    maxCapViolCount 0 \
    setup_violations 0 \
    status "finished clean" \
    finalWirelength_um 40600 \
    dieArea_um2 23600 \
    worst_ir_drop_vdd_v 0.0000198 \
    drtIter0Drc 1070 \
]
[power by group through the flow]
stage     Sequential (W)  Clock (W)  Combinational [W]
6_report               0          0           0.000367
5_1_grt                0          0           0.000394
4_1_cts                0          0           0.000359
[how the worst max path moves through the flow]
stage | endpoint | from | slack [ns] | cells past startpoint
4_1_cts | out[31] | in_2[4] | 5.14 | 19
5_1_grt | out[31] | in_2[4] | 4.75 | 19
6_report | out[31] | in_2[4] | 5.03 | 19
[synth_stat cells, types with 6 or more instances]
cell type  count  area share [%]
nor2_1       159             6.5
a21oi_1      105             5.7
o21ai_0      105             5.7
ha_1          97              13
nand2_1       87             3.5
inv_1         85             3.5
mux2i_1       62             6.7
clkbuf_1      61             2.5
mux4_2        59              14
nor3_1        31             1.7
mux2_2        24             2.9
buf_1         23            0.94
buf_2         20             1.1
nand3_1       19             1.0
a211oi_1      18             1.5
a221oi_1      18             1.7
xnor2_1       18             1.7
a21o_1        17             1.4
a31oi_1       17             1.2
or3_1         17             1.2
nor2b_1       16             1.1
o211ai_1      15             1.2
nand2b_1      14            0.95
nor4_1        13            0.88
o31ai_1       13             1.1
o221ai_1      12             1.1
o22ai_1       12            0.82
and3_1         9            0.61
o21a_1         9            0.73
a22oi_1        8            0.65
o2111ai_1      8            0.76
a211o_1        7            0.67
o21bai_1       7            0.57
or4_1          7            0.57
a222oi_1       6            0.65
[layout make-up]
| class | instances | area share, % |
|---|---|---|
| Timing Repair Buffer | 126 | 11.4 |
| Inverter | 91 | 3.32 |
| Tap cell | 285 | 3.47 |
| Multi-Input combinational cell | 1099 | 81.8 |
[tightest hold or removal path, cell delays in order]
cell and delay, ns:
buf_2 0.14, and2_1 0.29, a21oi_1 0.23, a21oi_1 0.07, clkdlybuf4s50_1 0.41
[cells by family after synthesis]
family | synth area share (%)
buf+inv | 8.75
simple gates | 20.3
mux | 24.1
xor+xnor | 2.09
fa+ha+maj | 13.8
compound gates | 30.9
[routing by layer]
metal,share of wire (%),wire (µm),global-route usage (%)
met2,44,17700,51.8
met4,2.2,911,6.90
met3,9.9,4020,6.29
met5,0,0,0
met1,44,17900,53.5
[stage by stage]
stage,setup slack (ns),std cells,cell area (µm²),hold slack [ns]
floorplan,6.54,1300,9210,7.06
global placement,5.24,1601,10300,7.93
detailed placement,5.16,1601,10300,7.91
CTS,5.14,1601,10300,7.91
global route,4.75,1601,10300,7.95
finish,5.03,1601,10300,7.94
