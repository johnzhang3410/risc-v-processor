### flow/design.v
module branch_comp (
    input wire [31:0] in_1,
    input wire [31:0] in_2,
    input wire br_un,    
    output reg br_eq,    
    output reg br_lt     
);
assign br_eq = (in_1 == in_2);
reg [31:0] diff;
always @(*) begin
    if (br_un) begin
        br_lt = in_1 < in_2;
        diff = 32'bx;
    end else begin
        if (in_1[31] ^ in_2[31]) begin  
            br_lt = in_1[31];
            diff = 32'bx;
        end else begin
            diff = in_1 - in_2;
            br_lt = diff[31];
        end
    end
end
endmodule
### flow/config.mk
export PLATFORM = sky130hd
export DESIGN_NAME = branch_comp
export DESIGN_NICKNAME = branch_comp
export VERILOG_FILES = /design/flow/design.v
export SDC_FILE = /design/flow/constraint.sdc
export NUM_CORES = 4
export LEC_CHECK = 1
export CORE_AREA = 10 10 83 83
export DIE_AREA = 0 0 93 93
### flow/run.sh
#!/bin/bash
# OpenROAD 26Q1-2900-gdf79404cd8, Yosys 0.63+post, stock flow scripts
make -C /OpenROAD-flow-scripts/flow DESIGN_CONFIG=/design/flow/config.mk WORK_HOME=/design/flow/orfs finish
### flow/constraint.sdc
current_design branch_comp

set clk_period 5.1
set clk_io_pct 0.2

create_clock -name clk0 -period $clk_period

set non_clock_inputs [all_inputs -no_clocks]
set_input_delay [expr $clk_period * $clk_io_pct] -clock clk0 $non_clock_inputs
set_output_delay [expr $clk_period * $clk_io_pct] -clock clk0 [all_outputs]
==> results.py <==
# Synthesis and PnR figures
metrics = {
    "run_status": {
        "run_status": "complete, no violations",
    },
    "sta": {
        "finalWorstSetupSlack_ps": 354.8,
        "report.final.slew_viol_count": 0,
        "period_used_pct": 93.04,
        "tns_ps": 0,
        "tightest_slew_ps": 313.6,
        "worst_slew_margin_rel_pct": 79.04,
        "setup_violating_endpoint_count_in_the_final_report": 0,
        "rsz_0062_raised_after_global_routing": "false",
        "final_count_of_hold_timing_violations": 0,
        "layout_min_cycle_time_ps": 4745,
        "timing.fmax_mhz": 210.7,
    },
    "job": {
        "timing.max_cap.violations": 0,
        "tool_warnings": 33,
    },
    "global_routing": {
        "grt_start_max_net_pins": 6,
        "gr_ovfl_total": 0,
        "grt_antenna_before_repair": 0,
        "first_pass_grt_wire_length_mm": 4.574,
        "vias_in_the_first_global_route": 1080,
        "track_usage_pct": 6.260,
    },
    "placed_design": {
        "place.detailed.hpwl_mm": 2.798,
        "pre_cts_slack_ps": 315.0,
        "gpl.final_weighted_congestion": 0.7553,
        "port_buffers": 67,
    },
    "final_layout": {
        "number_of_clock_buffer_instances_in_the_layout": 0,
        "seqCellArea_sq_um": 0,
        "post-route-util_pct": 32.40,
        "layout-drive-gt1-share_pct": 3.109,
        "flow.area_growth_from_synthesis_pct": 83.59,
        "fillerInstances": 567,
        "sequential_cell_count": 0,
    },
    "power_and_ir_drop": {
        "power.total_uw": 118.6,
        "p_per_area_nw_per_um2": 71.24,
        "vdd_drop_max_mv": 0.01804,
        "leakage_uw": 0.0008154,
    },
    "synth": {
        "synth.yosys.num_cells": 126,
        "post_synth_main_area_contributors": "sky130_fd_sc_hd__ha_1 (44%), sky130_fd_sc_hd__inv_1 (14%), sky130_fd_sc_hd__a21oi_1 (6.1%), sky130_fd_sc_hd__nand3_1 (3.9%), sky130_fd_sc_hd__nand4_1 (3.4%)",
        "yosys_warnings": 2,
        "share_of_the_synthesized_area_in_the_top_cell_type_pct": 44.14,
        "synth_seq_share_pct": 0,
        "synth-simple-area-share_pct": 16.41,
        "mux_share_pct": 0,
        "synth_cell_types": 25,
        "logic_family": "adder cells",
        "yosys.area_share.xor_xnor_pct": 0,
        "yosysChipArea_sq_um": 907.1,
        "ys_sh_aoi_pct": 23.17,
        "post_synth_instance_area_sq_um": 907.1,
        "post_synth_inst_count": 126,
        "netlist.top_cell.by_area": "sky130_fd_sc_hd__ha_1",
        "synth-adder-area-share_pct": 46.34,
        "avgSynthCellArea_sq_um": 7.199,
    },
    "floorplanning": {
        "std_cell_rows": 26,
        "top_level_ports": 67,
        "die.size.x_um": 93,
        "core_box_area_sq_um": 5140,
        "chipArea_sq_um": 8649,
        "core_util_floorplan_pct": 17.65,
        "die_h_um": 93,
    },
    "routing": {
        "post_drt_via_cell_ratio": 3.989,
        "wl_mm": 2.811,
        "avgRoutedWirePerCell_um": 10.69,
        "drt_pre_antenna_iters": 2,
        "route.antenna.diode_count": 0,
        "drt_first_iter_violations": 48,
        "drcViolationCount": 0,
        "route.antenna.remaining_nets": 0,
        "via_count": 1049,
    },
    "critical_path": {
        "worst_path_largest_cell_delay_ps": 450,
        "crit_chain": "clkdlybuf4s50_1 -> inv_1 -> ha_1 -> nand3_1 -> nor2_1 -> nand3_1 -> nor2_1 -> a221oi_1 -> o21a_1 -> fa_1 -> a22o_1 -> clkdlybuf4s50_1",
        "timing.critical_path.arrival_ps": 3730,
        "setup.worst_path.start_class": "primary input",
        "crit_path_top_delay_cell": "sky130_fd_sc_hd__clkdlybuf4s50_1",
        "worst-path-buf-inv": 3,
        "setup.worst_path.class": "primary input to primary output",
        "critPathCaptureType": "primary output",
        "path_delay_family": "buffers and inverters",
        "timing.critical_path.required_ps": 4080,
        "worst-path-max-fanout": 4,
    },
    "cts": {
        "post_cts_buffers": 0,
        "cts_hold_buffers": 0,
        "postCtsResizedCells": 0,
    },
    "hold_path": {
        "min_path_type": "primary input to primary output",
    },
}
## worst paths after layout
kind	slack, ps	endpoint	startpoint	depth (start not counted)
max	350	br_lt	in_2[29]	12
min	3120	br_lt	br_un	4
## layout by cell type (no fill, tap or decap), types with 2 or more instances in the layout
| cell | netlist | layout |
|---|---|---|
| sky130_fd_sc_hd__clkdlybuf4s50_1 | 0 | 67 |
| sky130_fd_sc_hd__o21a_1 | 2 | 2 |
| sky130_fd_sc_hd__a21oi_2 | 3 | 3 |
| sky130_fd_sc_hd__nand2_1 | 8 | 8 |
| sky130_fd_sc_hd__a21o_1 | 2 | 2 |
| sky130_fd_sc_hd__a21oi_1 | 11 | 11 |
| sky130_fd_sc_hd__nor2_1 | 4 | 4 |
| sky130_fd_sc_hd__nand3_1 | 7 | 7 |
| sky130_fd_sc_hd__o21ai_0 | 3 | 3 |
| sky130_fd_sc_hd__nand4_1 | 5 | 5 |
| sky130_fd_sc_hd__inv_1 | 34 | 34 |
| sky130_fd_sc_hd__nor2b_1 | 2 | 2 |
| sky130_fd_sc_hd__ha_1 | 32 | 32 |
## synthesized netlist by cell type (all sizes together)
cell type	instances
nor4	1
o21a	2
nand2	8
fa	1
o221a	1
a41oi	1
inv	34
a2111oi	1
nand4	6
a21o	2
a22o	1
a2111o	1
nor2	4
and3	1
a21oi	14
nor2b	2
o211ai	2
a221oi	1
ha	32
o21ai	4
nand3	7
## per-layer routing
layer	GRT usage, %	routed length (um)
met2	11.16	1320
met3	1.292	170
met1	8.037	1320
met4	0	0
met5	0	0
## metrics by stage
stage               hold WS [ps]  std cells  instance area (sq um)
floorplan                   2190        126                  907.1
global placement            3133        263                   1665
detailed placement          3146        263                   1665
CTS                         3144        263                   1665
global route                3187        263                   1665
finish                      3118        263                   1665
## kinds of logic after synthesis
logic type	Yosys count
buffers and inverters	34
adder cells (fa/ha/maj)	33
AND-OR/OR-AND	30
AND/OR/NAND/NOR	29
## power breakdown
group          internal, uW  switching [uW]  total (uW)
sequential                0               0           0
combinational          75.5            43.2         119
clock                     0               0           0
## area by class of cell
class                           count  area [sq um]  area share (%)
Inverter                           34         127.6           7.663
Multi-Input combinational cell     92         779.5           46.81
Tap cell                           70         87.58           5.259
Timing Repair Buffer               67         670.6           40.27
Power is estimated from default activity; no workload was simulated.
