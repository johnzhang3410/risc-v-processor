===== flow/design.v =====
module control( 
    input clock,
    input reset,  
    input wire [31:0]    insn_d,
    input wire br_eq,
    input wire br_lt,
    output reg jump,
    output reg br_taken,
    output reg stall,
    output reg [4:0]    rs1,
    output reg [4:0]    rs2,
    output reg [3:0]    imm_sel_imm,
    output reg          a_sel,
    output reg          b_sel,
    output reg [1:0]    rs1_sel,
    output reg [1:0]    rs2_sel,
    output reg          br_un,
    output reg [3:0]    alu_sel,
    output reg          data_w_sel,
    output reg [1:0]    access_size,
    output reg          dmem_rw, 
    output reg [3:0]    imm_sel_dmem,
    output reg [1:0]    wb_sel,
    output reg          reg_wen,
    output reg [4:0]    rd
);
reg [6:0] opcode_d;
reg [6:0] opcode_x;
reg [6:0] funct7_d;
reg [2:0] funct3_d;
reg [2:0] funct3_x;
reg reg_wen_d;
reg reg_wen_x;
reg reg_wen_m;
reg reg_wen_w;
reg br_un_d;
reg br_un_x;
reg [4:0] rs1_d;
reg [4:0] rs2_d;
reg [4:0] rd_d;
reg [4:0] rd_x;
reg [4:0] rd_m;
reg [4:0] rd_w;
reg [3:0] alu_sel_d;
reg [3:0] alu_sel_x;
reg [1:0] rs1_sel_d;
reg [1:0] rs1_sel_x;
reg [1:0] rs2_sel_d;
reg [1:0] rs2_sel_x;
reg       data_w_sel_d;
reg       data_w_sel_x;
reg       data_w_sel_m;
reg [1:0] access_size_d;
reg [1:0] access_size_x;
reg [1:0] access_size_m;
reg dmem_rw_d;
reg dmem_rw_x;
reg dmem_rw_m;
reg [3:0] imm_sel_dmem_d;
reg [3:0] imm_sel_dmem_x;
reg [3:0] imm_sel_dmem_m;
reg [1:0] wb_sel_d;
reg [1:0] wb_sel_x;
reg [1:0] wb_sel_m;
always @(*) begin
    jump = opcode_d == 7'b1101111;
    br_taken = 0;
    if (opcode_x == 7'b1100111) begin
        br_taken = 1;
    end else if (opcode_x == 7'b1100011) begin
        case (funct3_x)
        3'b000: br_taken = br_eq;
        3'b001: br_taken = !br_eq;
        3'b100: br_taken = br_lt;
        3'b101: br_taken = !br_lt;
        3'b110: br_taken = br_lt;
        3'b111: br_taken = !br_lt;
        default: br_taken = 0;     
        endcase
    end
end
always @(*) begin
    opcode_d = insn_d[6:0];
    funct7_d = insn_d[31:25];
    funct3_d = insn_d[14:12];
    case (opcode_d)    
    7'b0110011: begin
        reg_wen_d       = 1;                     
        imm_sel_imm     = 4'bxxxx;
        br_un_d         = 1'bx;
        rs1_d           = insn_d[19:15];
        rs2_d           = insn_d[24:20];
        rd_d            = insn_d[11:7];
        alu_sel_d       = {funct7_d[5], funct3_d};    
        access_size_d   = 2'bxx;
        dmem_rw_d       = 0;                     
        imm_sel_dmem_d  = 4'bxxxx;
        wb_sel_d        = 1;                      
    end
    7'b0010011: begin
        reg_wen_d       = 1;                     
        imm_sel_imm     = 3;
        br_un_d         = 1'bx;
        rs1_d           = insn_d[19:15];
        rs2_d           = 0;                    
        rd_d            = insn_d[11:7];
        alu_sel_d       = {funct3_d == 3'b101 ? funct7_d[5] : 1'b0, funct3_d};
        access_size_d   = 2'bxx;
        dmem_rw_d       = 0;                     
        imm_sel_dmem_d  = 4'bxxxx;
        wb_sel_d        = 1;                      
    end
    7'b0000011: begin
        reg_wen_d       = 1;                     
        imm_sel_imm     = 3;
        br_un_d         = 1'bx;
        rs1_d           = insn_d[19:15];
        rs2_d           = 0;                    
        rd_d            = insn_d[11:7];
        alu_sel_d       = 0;                     
        access_size_d   = 2'bxx;
        dmem_rw_d       = 0;                     
        imm_sel_dmem_d  = {1'b0, funct3_d};
        wb_sel_d        = 0;                      
    end
    7'b0100011: begin
        reg_wen_d       = 0;                     
        imm_sel_imm     = 6;
        br_un_d         = 1'bx;
        rs1_d           = insn_d[19:15];
        rs2_d           = insn_d[24:20];
        rd_d            = 0;
        alu_sel_d       = 0;                     
        access_size_d   = funct3_d[1:0];
        dmem_rw_d       = 1;                     
        imm_sel_dmem_d  = 4'bxxxx;
        wb_sel_d        = 2'bxx;
    end
    7'b1100011: begin   
        reg_wen_d       = 0;                     
        imm_sel_imm     = 7;
        br_un_d         = funct3_d[1];               
        rs1_d           = insn_d[19:15];
        rs2_d           = insn_d[24:20];
        rd_d            = 0;
        alu_sel_d       = 0;                     
        access_size_d   = 2'bxx;
        dmem_rw_d       = 0;                     
        imm_sel_dmem_d  = 4'bxxxx;
        wb_sel_d        = 2'bxx;
    end
    7'b1100111: begin
        reg_wen_d       = 1;                     
        imm_sel_imm     = 3;                 
        br_un_d         = 1'bx;
        rs1_d           = insn_d[19:15];
        rs2_d           = 0;                    
        rd_d            = insn_d[11:7];
        alu_sel_d       = 0;                     
        access_size_d   = 2'bxx;
        dmem_rw_d       = 0;                     
        imm_sel_dmem_d  = 4'bxxxx;
        wb_sel_d        = 2;                      
    end
    7'b1101111: begin
        reg_wen_d       = 1;                     
        imm_sel_imm     = 4'b1000;
        br_un_d         = 1'bx;
        rs1_d           = 0;
        rs2_d           = 0;                   
        rd_d            = insn_d[11:7];
        alu_sel_d       = 0;                     
        access_size_d   = 2'bxx;
        dmem_rw_d       = 0;                     
        imm_sel_dmem_d  = 4'bxxxx;
        wb_sel_d        = 2;                      
    end
    7'b0010111: begin
        reg_wen_d       = 1;                     
        imm_sel_imm     = 9;
        br_un_d         = 1'bx;
        rs1_d           = 0;
        rs2_d           = 0;                   
        rd_d            = insn_d[11:7];
        alu_sel_d       = 0;                     
        access_size_d   = 2'bxx;
        dmem_rw_d       = 0;                     
        imm_sel_dmem_d  = 4'bxxxx;
        wb_sel_d        = 1;                      
    end
    7'b0110111: begin
        reg_wen_d       = 1;                     
        imm_sel_imm     = 9;
        br_un_d         = 1'bx;
        rs1_d           = 0;
        rs2_d           = 0;                   
        rd_d            = insn_d[11:7];
        alu_sel_d       = 4'b1111;               
        access_size_d   = 2'bxx;
        dmem_rw_d       = 0;                     
        imm_sel_dmem_d  = 4'bxxxx;
        wb_sel_d        = 1;                      
    end
    7'b1110011: begin
        reg_wen_d       = 0;             
        imm_sel_imm     = 4'bxxxx;
        br_un_d         = 1'bx;
        rs1_d           = 0;
        rs2_d           = 0;                   
        rd_d            = 0;
        alu_sel_d       = 4'bxxxx;
        access_size_d   = 2'bxx;
        dmem_rw_d       = 0;             
        imm_sel_dmem_d  = 4'bxxxx;
        wb_sel_d        = 2'bxx;
    end
    default: begin
        reg_wen_d       = 0;             
        imm_sel_imm     = 4'bxxxx;
        br_un_d         = 1'bx;
        rs1_d           = 0;
        rs2_d           = 0;                   
        rd_d            = 0;
        alu_sel_d       = 4'bxxxx;
        access_size_d   = 2'bxx;
        dmem_rw_d       = 0;             
        imm_sel_dmem_d  = 4'bxxxx;
        wb_sel_d        = 2'bxx;
    end
    endcase
    rs1 = rs1_d;
    rs2 = rs2_d;
    rs1_sel_d = 0;
    if (reg_wen_x == 1 && rd_x == rs1_d && rs1_d != 0)   
        rs1_sel_d = 1;
    else if (reg_wen_m == 1 && rd_m == rs1_d && rs1_d != 0)  
        rs1_sel_d = 2;
    rs2_sel_d = 0;
    data_w_sel_d = 0;
    if (reg_wen_x == 1 && rd_x == rs2_d && rs2_d != 0) begin     
        rs2_sel_d = 1;
        data_w_sel_d = 1;    
    end else if (reg_wen_m == 1 && rd_m == rs2_d && rs2_d != 0) begin    
        rs2_sel_d = 2;
    end
    stall = 0;
    if (opcode_x == 7'b0000011) begin    
        stall = (rs1_d == rd_x && rs1_d != 0) || ((rs2_d == rd_x && rs2_d != 0) && (opcode_d != 7'b0100011));
    end else if (reg_wen == 1) begin     
        stall = 
            (rs1_d == rd_w && rs1_d != 0 && rs1_sel_d == 0) 
            || (rs2_d == rd_w && rs2_d != 0 && rs2_sel_d == 0);
    end
end
always @(*) begin
    alu_sel = alu_sel_x;
    br_un   = br_un_x;
    rs1_sel = rs1_sel_x;
    rs2_sel = rs2_sel_x;
    a_sel = 0;
    if (opcode_x == 7'b1100011 || opcode_x == 7'b1101111 || opcode_x == 7'b0010111)   
        a_sel = 1;
    b_sel = 1;
    if (opcode_x == 7'b0110011)
        b_sel = 0;
end
always @(*) begin
    dmem_rw         = dmem_rw_m;
    access_size     = access_size_m;
    imm_sel_dmem    = imm_sel_dmem_m;
    wb_sel          = wb_sel_m;
    data_w_sel      = data_w_sel_m;
end
always @(*) begin
    reg_wen = reg_wen_w;
    rd      = rd_w;
end
always @(posedge clock) begin
    opcode_x        <= opcode_d;
    funct3_x        <= funct3_d;
    reg_wen_x       <= reg_wen_d;            
    br_un_x         <= br_un_d;              
    rd_x            <= rd_d;
    alu_sel_x       <= alu_sel_d;
    access_size_x   <= access_size_d;
    dmem_rw_x       <= dmem_rw_d;            
    imm_sel_dmem_x  <= imm_sel_dmem_d;
    wb_sel_x        <= wb_sel_d;
    rs1_sel_x       <= rs1_sel_d;
    rs2_sel_x       <= rs2_sel_d;
    data_w_sel_x    <= data_w_sel_d;
    if (stall || br_taken) begin
        opcode_x    <= 7'b0010011;
        reg_wen_x   <= 1;
        rd_x        <= 0;
        dmem_rw_x   <= 0;
        wb_sel_x    <= 1;
    end
    reg_wen_m       <= reg_wen_x;                   
    rd_m            <= rd_x;
    access_size_m   <= access_size_x;
    dmem_rw_m       <= dmem_rw_x;
    imm_sel_dmem_m  <= imm_sel_dmem_x;
    wb_sel_m        <= wb_sel_x;
    data_w_sel_m    <= data_w_sel_x;
    reg_wen_w       <= reg_wen_m;
    rd_w            <= rd_m;
    if (reset) begin
        opcode_x        <= 7'b0010011;
        funct3_x        <= 0;
        reg_wen_x       <= 1;            
        br_un_x         <= 0;                   
        rd_x            <= 0;
        alu_sel_x       <= 0;
        access_size_x   <= 0;
        dmem_rw_x       <= 0;            
        imm_sel_dmem_x  <= 0;
        wb_sel_x        <= 1;
        rs1_sel_x       <= 0;
        rs2_sel_x       <= 0;
        data_w_sel_x    <= 0;
        reg_wen_m       <= 1;                   
        rd_m            <= 0;
        access_size_m   <= 0;
        dmem_rw_m       <= 0;
        imm_sel_dmem_m  <= 0;
        wb_sel_m        <= 1;
        data_w_sel_m    <= 0;
        reg_wen_w       <= 1;
        rd_w            <= 0;
    end
end
endmodule

===== flow/run.sh =====
#!/bin/bash
# OpenROAD 26Q1-2900-gdf79404cd8, Yosys 0.63+post, stock flow scripts
make -C /OpenROAD-flow-scripts/flow DESIGN_CONFIG=/design/flow/config.mk WORK_HOME=/design/flow/orfs finish

===== flow/config.mk =====
export PLATFORM = sky130hd
export DESIGN_NAME = control
export DESIGN_NICKNAME = control
export VERILOG_FILES = /design/flow/design.v
export SDC_FILE = /design/flow/constraint.sdc
export NUM_CORES = 4
export LEC_CHECK = 1
export CORE_UTILIZATION = 30

===== flow/constraint.sdc =====
current_design control

set clk_period 6.4
set clk_io_pct 0.2

create_clock -name clk0 -period $clk_period [get_ports {clock}]

set non_clock_inputs [all_inputs -no_clocks]
set_input_delay [expr $clk_period * $clk_io_pct] -clock clk0 $non_clock_inputs
set_output_delay [expr $clk_period * $clk_io_pct] -clock clk0 [all_outputs]

==> results.sh <==
# physical design summary
export IMPL_cts_resized_gates=0
export IMPL_max_stage_delay_ns=0.59
export IMPL_setup_viol=0
export IMPL_finalHoldViolCount=0
export IMPL_rr_worst_depth=7
export IMPL_top_cells_by_count="dfxtp_1, nor2_1, nor2b_1"
export IMPL_endpoint_kind="output port"
export IMPL_r2r_end="wb_sel_x[0]"
export IMPL_ys_async_sr_fraction_pct=0
export IMPL_min_period_ns=5.39
export IMPL_diodes=0
export IMPL_cts_buffers=5
export IMPL_synth_area_leader_cell="dfxtp_1"
export IMPL_worstPathMaxFanout=13
export IMPL_vdd_ir_drop_max_mv=0.119
export IMPL_grt_setup_unrepaired="no"
export IMPL_grt_pass1_wl_um=9790
export IMPL_die_area_um2=8740
export IMPL_track_usage_pct=14.4
export IMPL_dr_pass1_iters=5
export IMPL_r2r_start="rd_x[2]"
export IMPL_fp_dieH_um=93.5
export IMPL_wl_per_cell_um=13.3
export IMPL_grt_overflow_total=0
export IMPL_edf_count=0
export IMPL_powerDensity_nw_per_um2=177
export IMPL_wl_met3_um=296
export IMPL_clkLatencyLatePin_ns=0.29
export IMPL_ys_cells=278
export IMPL_top_cells_by_area="dfxtp_1, nor2b_1, xor2_1"
export IMPL_endpoint="stall"
export IMPL_most_common_cell="dfxtp_1"
export IMPL_fp_util_pct=30.7
export IMPL_place_hpwl_um=4490
export IMPL_finalHoldWorstSlack_ns=0.420
export IMPL_skew_ns=0.00433
export IMPL_cts_htree_levels=2
export IMPL_postSynthAreaPerCell_um2=9.03
export IMPL_drt_iter0_drc=64
export IMPL_place_ws_ns=0.957
export IMPL_holdBufCountCts=0
export IMPL_ant_nets=0
export IMPL_grt_max_degree=32
export IMPL_antenna_found_initial=0
export IMPL_relSlewSlack_pct=59.5
export IMPL_ys_seq_share_pct=36.7
export IMPL_cts_root_buf="clkbuf_8"
export IMPL_dr_wl_met2_um=2600
export IMPL_ys_flops=46
export IMPL_core_region_area_um2=8180
export IMPL_ys_area_um2=2510
export IMPL_setup_worst_path_class="input pin to output port"
export IMPL_num_rows=33
export IMPL_ff_type="dfxtp_1"
export IMPL_cts_tree="done"
export IMPL_via_per_inst=4.75
export IMPL_power_mw=0.593
export IMPL_status="complete, no violations"
export IMPL_required_ns=5.12
export IMPL_postCtsSetupBuffers=0
export IMPL_globalplace_congestion=0.841
export IMPL_num_vias=2114
export IMPL_syn_instance_count=278
export IMPL_drv_slew=0
export IMPL_cp_arrival_ns=4.11
export IMPL_highest_layer="met4"
export IMPL_tightest_slew_ns=0.606
export IMPL_synth_top_area_share_pct=36.7
export IMPL_maxCapViolations=0
export IMPL_yosysWarnings=1
export IMPL_r2r_slack_ns=4.32
export IMPL_grt_pass1_vias=1980
export IMPL_syn_cell_area_um2=2510
export IMPL_m1WireLength_um=2950
export IMPL_clkTransAtPathRegs_ns=0.08
export IMPL_cts_sinks=46
export IMPL_clockBufferDepth=2
export IMPL_tool_warnings=31
export IMPL_cp_startpoint="insn_d[4]"
export IMPL_drc=0
export IMPL_critical_path_startpoint_type="input pin"
export IMPL_crit_path_cell_trace="clkdlybuf4s50_1 -> nand3b_1 -> a21oi_2 -> nor4b_2 -> o21bai_2 -> nor4_4 -> or3_1 -> clkdlybuf4s50_1"
export IMPL_fin_setup_tns_ns=0
export IMPL_layout_drive_gt1_share_pct=12.6
export IMPL_hold_class="flip-flop to flip-flop"
export IMPL_areaGrowthSynthToFinish_pct=33.7
export IMPL_clock_fmax_mhz=186
export IMPL_port_buffers=72
export IMPL_wl_um=5930
export IMPL_fin_crit_sh_pct=84.2
export IMPL_die_x_um=93.5
export IMPL_io_pins=80
export IMPL_crit_top_cell="clkdlybuf4s50_1"
export IMPL_worst_slack_ns=1.01
export IMPL_p_leak_nw=1.25
export IMPL_yosysUniqueCellTypes=51
export IMPL_crit_slowest_cell="clkdlybuf4s50_1"
-- area by class of cell --
type | instances | area, µm²
clock buffer | 6 | 72.6
clock inverter | 2 | 37.5
fill | 825 | 4820
inverter | 5 | 18.8
multi-input combinational | 206 | 1430
sequential | 46 | 921
tap | 105 | 131
timing repair buffer | 75 | 743
-- where the power goes --
part / switching (mW) / leakage, nW / internal (mW)
logic: 0.0379 / 0.822 / 0.0440
clock network: 0.0947 / 0.0514 / 0.116
registers: 0.00538 / 0.377 / 0.294
total: 0.138 / 1.25 / 0.455
-- cells by family after synthesis --
| group | Yosys count | synth area share, % |
|---|---|---|
| and+or+nand+nor | 145 | 37.6 |
| DFF | 46 | 36.7 |
| AOI/OAI and AO/OA | 32 | 9.42 |
| xor gates and xnor gates | 28 | 9.77 |
| buffers and inverters | 26 | 6.43 |
| other | 1 | 0.149 |
-- worst min-delay path by stage --
stage | endpoint | depth (start not counted) | startpoint | slack [ns]
6_report | wb_sel_m[0] | 1 | wb_sel_x[0] | 0.42
5_1_grt | wb_sel_m[0] | 1 | wb_sel_x[0] | 0.46
4_1_cts | wb_sel_m[0] | 1 | wb_sel_x[0] | 0.43
-- state kept, by name, indices dropped and copies added, names as in the netlist --
| name | count |
|---|---|
| data_w_sel_m | 1 |
| rd_w | 5 |
| opcode_x | 7 |
| wb_sel_m | 2 |
| reg_wen_x | 1 |
| reg_wen_m | 1 |
| imm_sel_dmem_m | 2 |
| rs2_sel_x | 2 |
| reg_wen_w | 1 |
| rd_x | 5 |
| access_size_m | 1 |
| dmem_rw_m | 1 |
| alu_sel_x | 4 |
| dmem_rw_x | 1 |
| rd_m | 5 |
| imm_sel_dmem_x | 3 |
| rs1_sel_x | 2 |
| wb_sel_x | 2 |
-- cells in the final DEF, fill, tap and decap left out, drive strengths merged, types with 2 or more instances in the layout --
master         Yosys  final
clkdlybuf4s50      0     72
dfxtp             46     46
nor2              26     26
nor2b             21     21
nand3             16     16
nor3              16     16
xor2              15     15
and2              14     14
xnor2             13     13
o21ai             12     12
nand3b             8      8
nand4              8      8
nand2              7      7
a21oi              7      7
or3                6      6
clkbuf             4      6
or2                6      6
inv                5      5
nor4               5      5
a22oi              3      3
buf               17      3
and3               2      2
nor4b              2      2
nand4b             2      2
nor3b              2      2
a32oi              2      2
-- worst max-delay path, delay by kind of cell --
family | cells | cell delay [ns]
buffers and inverters | 2 | 1.00
AND/OR/NAND/NOR | 4 | 1.12
AND-OR/OR-AND | 2 | 0.70
-- routing by layer --
| layer | global-route usage, % | vias to the layer above |
|---|---|---|
| met1 | 22.5 | 985 |
| met3 | 2.56 | 6 |
| met2 | 21.8 | 49 |
| li1 | - | 1074 |
| met4 | 1.54 | 0 |
| met5 | 0 | - |
-- metrics by stage --
| stage | cell area [µm²] | utilization (%) | cells |
|---|---|---|---|
| 2_1_floorplan | 2510 | - | 278 |
| 3_3_place_gp | 3250 | 39.7 | 437 |
| 3_5_place_dp | 3250 | 39.7 | 437 |
| 4_1_cts | 3360 | 41.1 | 445 |
| 5_1_grt | 3360 | 41.1 | 445 |
| 6_report | 3360 | 41.1 | 445 |
Power figures rest on the tool's default switching activity, not on a simulated workload.
